<file path="/design/flow/config.mk">
export PLATFORM = sky130hd
export DESIGN_NAME = Xor
export DESIGN_NICKNAME = Xor
export VERILOG_FILES = /design/flow/design.v
export SDC_FILE = /design/flow/constraint.sdc
export NUM_CORES = 4
export LEC_CHECK = 1
export CORE_AREA = 10 10 88 88
export DIE_AREA = 0 0 98 98
</file>
<file path="/design/flow/constraint.sdc">
current_design Xor

set clk_period 1.0
set clk_io_pct 0.2

create_clock -name clk0 -period $clk_period

set non_clock_inputs [all_inputs -no_clocks]
set_input_delay [expr $clk_period * $clk_io_pct] -clock clk0 $non_clock_inputs
set_output_delay [expr $clk_period * $clk_io_pct] -clock clk0 [all_outputs]
</file>
<file path="/design/flow/design.v">
`timescale 1ns / 1ps
module Xor(
    input [63:0] data_in,
    input [79:0] key_in,
    output [63:0] data_out
    );
  assign  data_out = key_in[79:16]^ data_in;
endmodule
</file>
<file path="/design/flow/run.sh">
#!/bin/bash
# OpenROAD 26Q1-2900-gdf79404cd8, Yosys 0.63+post, stock flow scripts
make -C /OpenROAD-flow-scripts/flow DESIGN_CONFIG=/design/flow/config.mk WORK_HOME=/design/flow/orfs finish
</file>
==> load_flow_metrics.sql <==
-- flow metrics import
INSERT INTO impl_metrics (metric_group, metric, value, unit) VALUES
('critical_path', 'cp.required', '800', 'ps'),
('critical_path', 'arrival', '760', 'ps'),
('sta', 'finalHoldViolCount', '0', ''),
('sta', 'setup_slack', '36.7', 'ps'),
('yosys', 'ys_seq_share', '0', ''),
('critical_path', 'critical_path.startpoint_type', 'input pin', ''),
('critical_path', 'endpoint_of_the_most_critical_setup_path', 'data_out[35]', ''),
('floorplanning', 'die.size.y', '98', 'um'),
('routing', 'drc_errors', '0', ''),
('routing', 'dr_total_vias', '1112', ''),
('floorplanning', 'chipWidth', '98', 'um'),
('yosys', 'synthDistinctLibCells', '1', ''),
('yosys', 'synth.avg_cell_area', '8.76', 'um2'),
('yosys', 'yosys.area.top_type_share', '1.00', ''),
('sta', 'grt_setup_unrepaired', 'false', ''),
('routing', 'drt_pre_antenna_iters', '2', ''),
('yosys', 'ys_cells', '64', ''),
('layout', 'drive_above_1_share', '0.246', ''),
('yosys', 'cells_taking_the_most_area_after_synthesis', 'sky130_fd_sc_hd__xor2_1', ''),
('power_and_ir_drop', 'leakagePower', '1.20', 'nW'),
('critical_path', 'worst-path-max-fanout', '1', ''),
('critical_path', 'critical_path.cell_chain', 'clkdlybuf4s15_1 > xor2_1 > dlygate4sd2_1', ''),
('floorplanning', 'core', '0.00592', 'mm2'),
('grt', 'via_count_of_the_first_global_routing_pass', '1096', ''),
('routing', 'drt_wl_total', '5.16', 'mm'),
('critical_path', 'critPathBufInv', '2', ''),
('floorplanning', 'io_pins', '208', ''),
('routing', 'route.detailed.wl_per_inst', '15.6', 'um'),
('sta', 'setup_viol', '0', ''),
('place', 'port_buffers', '192', ''),
('critical_path', 'critPathMaxStageDelay', '230', 'ps'),
('grt', 'track_usage', '0.0950', ''),
('sta', 'worstMarginPinSlew', '155', 'ps'),
('critical_path', 'cp-end-kind', 'output pin', ''),
('sta', 'slew_viol_final', '0', ''),
('yosys', 'synth-area-yosys', '561', 'um2'),
('place', 'post-place-ws', '-562', 'ps'),
('sta', 'timing.max_slew.rel_slack', '0.897', ''),
('yosys', 'synth_area', '561', 'um2'),
('layout', 'num-clock-buffers', '0', ''),
('sta', 'timing.final.crit_period', '963', 'ps'),
('yosys', 'synth.yosys.warnings', '0', ''),
('power_and_ir_drop', 'ir_worst_vdd', '126', 'uV'),
('sta', 'clock.fmax', '1040', 'MHz'),
('worst_hold_path', 'hp-class', 'in2out', ''),
('power_and_ir_drop', 'power.density_cell_area', '352', 'mW/mm2'),
('floorplanning', 'chipArea', '0.00960', 'mm2'),
('yosys', 'common_cells', 'sky130_fd_sc_hd__xor2_1', ''),
('routing', 'final_antenna_net_count', '0', ''),
('routing', 'vias_per_cell', '3.36', ''),
('floorplanning', 'effective_utilization_at_floorplan', '0.0947', ''),
('place', 'hpwlAfterDp', '5.02', 'mm'),
('grt', 'grt_start_max_net_pins', '2', ''),
('sta', 'period_used_share', '0.963', ''),
('routing', 'antennaDiodeCount', '0', ''),
('yosys', 'cell_accounting_for_the_most_synthesized_area', 'sky130_fd_sc_hd__xor2_1', ''),
('layout', 'postLayoutCellArea', '0.00210', 'mm2'),
('floorplanning', 'rows', '28', ''),
('place', 'gp_congestion', '0.726', ''),
('yosys', 'syn_inst_count', '64', ''),
('grt', 'initial_antenna_violation_count', '0', ''),
('layout', 'area.growth.synth_to_final', '275', '%'),
('layout', 'seq_cells', '0', ''),
('outcome', 'outcome', 'finished clean', ''),
('critical_path', 'crit_slowest_cell', 'sky130_fd_sc_hd__dlygate4sd2_1', ''),
('layout', 'area.sequential', '0', 'um2'),
('flow_run', 'drv.max_cap_violation_count', '0', ''),
('grt', 'grt_pass1_wl', '7.25', 'mm'),
('place', 'detailed_place.area', '0.00258', 'mm2'),
('critical_path', 'critical_path_stages', '3', ''),
('flow_run', 'count_of_warning_messages_emitted_by_the_tools', '48', ''),
('critical_path', 'worst_setup_path_startpoint', 'data_in[35]', ''),
('yosys', 'most_common_cell', 'sky130_fd_sc_hd__xor2_1', ''),
('critical_path', 'cpLargestDelayFamily', 'buffers and inverters', ''),
('critical_path', 'worstSetupPathType', 'in2out', ''),
('grt', 'overflow', '0', ''),
('routing', 'detailedRoute.firstIterationViolations', '2', ''),
('cts', 'post_cts.repair.setup_buffers', '0', '');
-- placed cells by master (no fill, tap or decap) --
| cell | netlist | final |
|---|---|---|
| sky130_fd_sc_hd__buf_2 | 0 | 63 |
| sky130_fd_sc_hd__clkdlybuf4s15_1 | 0 | 3 |
| sky130_fd_sc_hd__dlygate4sd2_1 | 0 | 126 |
| sky130_fd_sc_hd__xor2_1 | 64 | 64 |
-- repair_timing --
action                                  4_1_cts  5_1_grt
gates resized                               326        1
endpoints found under the setup margin       64        2
hold buffers                                  0        0
endpoints found under the hold margin         0        0
pin swaps                                    64        2
-- how the worst min path moves through the flow --
stage / slack [ps] / cells past startpoint / to / startpoint
4_1_cts: 770 / 3 / data_out[44] / data_in[44]
6_report: 760 / 3 / data_out[32] / data_in[32]
5_1_grt: 780 / 3 / data_out[30] / data_in[30]
-- where the power goes --
part	switching (mW)	total, mW	internal, mW
clock network	0	0	0
registers	0	0	0
logic	0.219	0.740	0.521
total	0.219	0.740	0.521
-- per-stage QoR --
stage | util | cells | TNS [ps] | total power [mW] | hold slack (ps)
3_3_place_gp | 0.435 | 331 | -32450 | 1.20 | 1330
2_1_floorplan | - | 64 | 0 | 0.106 | 425
5_1_grt | 0.355 | 331 | 0 | 0.823 | 777
6_report | 0.355 | 331 | 0 | 0.740 | 758
3_5_place_dp | 0.435 | 331 | -32670 | 1.21 | 1330
4_1_cts | 0.355 | 331 | 0 | 0.765 | 768
-- tightest hold or removal path, cell delays in order --
cell	delay, ps
sky130_fd_sc_hd__clkdlybuf4s15_1	170
sky130_fd_sc_hd__xor2_1	70
sky130_fd_sc_hd__buf_2	110
-- per-layer routing --
| metal | global-route usage | vias to the layer above | wire [um] |
|---|---|---|---|
| met4 | 0 | 0 | 0 |
| met3 | 0.0313 | 0 | 528 |
| li1 | - | 576 | - |
| met1 | 0.0999 | 450 | 1810 |
| met5 | 0 | - | 0 |
| met2 | 0.187 | 86 | 2820 |
-- final cells by class --
cell class / count / area (um2)
Tap cell: 75 / 93.8
Fill cell: 708 / 3820
Timing Repair Buffer: 192 / 1450
Multi-Input combinational cell: 64 / 561
-- cells by family (layout without fill, tap and decap cells) --
family / after synthesis / after routing / share of synthesized area
buffers and inverters: 0 / 192 / 0
XOR/XNOR: 64 / 64 / 1.00
No activity file was given, so power comes from the tool's default toggle rates.
