`run.sh`:
```
#!/bin/bash
# OpenROAD 26Q1-2900-gdf79404cd8, Yosys 0.63+post, stock flow scripts
make -C /OpenROAD-flow-scripts/flow DESIGN_CONFIG=/design/flow/config.mk WORK_HOME=/design/flow/orfs finish
```
`config.mk`:
```
export PLATFORM = sky130hd
export DESIGN_NAME = Muxdata
export DESIGN_NICKNAME = Muxdata
export VERILOG_FILES = /design/flow/design.v
export SDC_FILE = /design/flow/constraint.sdc
export NUM_CORES = 4
export LEC_CHECK = 1
export CORE_AREA = 10 10 95 95
export DIE_AREA = 0 0 105 105
```
`constraint.sdc`:
```
current_design Muxdata

set clk_period 1.0
set clk_io_pct 0.2

create_clock -name clk0 -period $clk_period

set non_clock_inputs [all_inputs -no_clocks]
set_input_delay [expr $clk_period * $clk_io_pct] -clock clk0 $non_clock_inputs
set_output_delay [expr $clk_period * $clk_io_pct] -clock clk0 [all_outputs]
```
`design.v`:
```
`timescale 1ns / 1ps
module Muxdata(
    input [63:0] data_in0,
    input [63:0] data_in1,
    input reset,
    output reg [63:0] data_out
    );
 always @(data_in0 or data_in1 or reset)
 if (reset== 0)
 data_out = data_in0;
 else data_out = data_in1;
endmodule
```
==> metrics.csv <==
metric,value,unit
outcome,finished with violations,
violations,setup timing,
ys_area,1080,um2
initCoreUtil,0.156,
ir_worst_vdd,0.175,mV
m1WireLength,2210,um
finalClockPeriodUsage,1.20,
cp-start-kind,primary input,
area_delta_synth_final,191,%
dp_hpwl,6060,um
ctsHoldBuffers,0,
tightest_slew,0.103,ns
yosys_cells,71,
path_max_fanout,7,
final_util,0.453,
drc,0,
grt_pass1_vias,1573,
power.total,1260,uW
syn_area,1080,um2
flop_area,0,um2
vias,1354,
drv_slew,0,
hold_ws,0.705,ns
pin_count,193,
wl_met3,589,um
nClkBuffers,0,
combGateArea,957,um2
antenna_cells,0,
avgSynthCellArea,15.2,um2
dieWidth,105,um
initialDrtViolationCount,11,
core-area,6910,um2
layout_top_cell,dlygate4sd2_1,
power_density,402,nW/um2
grt_use_total,0.109,
fin_ws,-0.197,ns
route.met2.wl,3920,um
lay_top_cells,"dlygate4sd2_1, mux2_4, buf_6, clkdlybuf4s50_1, buf_2",
p_leak,0.00169,uW
finalHoldViolations,0,
timing.fmax,0.836,GHz
ant_nets,0,
fillerInstances,683,
routed_wl,6720,um
first_pass_iters,4,
slew_headroom,0.931,
finalCriticalPeriod,1.20,ns
drive_above_1_share,0.531,
top_layer,met3,
antenna_found_initial,0,
die.size.y,105,um
grt-ovfl-total,0,
setup_viol,64,
rsz0062_at_grt,true,
min_path_type,primary input to primary output,
dp.cells,359,
layout.cells.non_filler,369,
ff_count,0,
critPathRequiredTime,0.80,ns
die_area,11000,um2
viasPerCell,3.67,
grt_max_degree,13,
grt_pass1_wl,9490,um
postSynthCellCount,71,
finalWeightedCongestion,0.718,
worstSetupPathType,primary input to primary output,
critPathCaptureType,primary output,
wl_per_cell,18.2,um
drv_cap,0,
arrival,1.00,ns
ys_types,4,
synth-seq-area-share,0,
warnings,34,
rows,30,
numPortBuffers,193,
yosysWarningCount,1,
## per-stage QoR
stage          area (um2)  setup TNS (ns)  setup WS [ns]
6_report             3130           -6.80         -0.197
5_1_grt              3130           -7.89         -0.219
3_5_place_dp         3090          -33.59         -0.549
3_3_place_gp         3090          -33.66         -0.559
4_1_cts              3010           -6.77         -0.211
2_1_floorplan        1080               0        0.00255
## cell families after synthesis
family	after synthesis	synth area share
buf+inv	7	0.122
mux	64	0.878
## worst max-delay path, cell delays in order
cell    delay (ns)
buf_16        0.12
buf_12        0.13
buf_12        0.13
mux2_4        0.30
buf_6         0.11
## final cells by class
| cell class | instances | share of cell area |
|---|---|---|
| Multi-Input combinational cell | 64 | 0.306 |
| Tap cell | 96 | 0.0384 |
| Timing Repair Buffer | 209 | 0.656 |
## cell usage after synthesis
library cell  number  area, um2
mux2_4            60        901
buf_6              1       11.3
mux2_2             4       45.0
buf_12             6        120
## path summary, 6_finish.rpt
path	startpoint	endpoint	slack (ns)	depth (start not counted)
setup / recovery	reset	data_out[12]	-0.20	5
hold / removal	data_in1[53]	data_out[53]	0.70	3
## power breakdown
group	internal, uW	switching (uW)	total [uW]
registers	0	0	0
clock network	0	0	0
logic	971	288	1260
## what timing repair did
action                     in CTS  in global routing
hold endpoints to repair        0                  0
setup endpoints to repair      64                 63
gates cloned                    2                  0
setup buffers                   6                  3
resized                       356                 18
## routing by layer
metal	up-vias	global-route usage
li1	677	-
met1	604	0.106
met2	73	0.224
met3	0	0.0391
met4	0	0
met5	-	0
Power is estimated from default activity; no workload was simulated.
