==> /design/flow/run.sh <==
#!/bin/bash
# OpenROAD 26Q1-2900-gdf79404cd8, Yosys 0.63+post, stock flow scripts
make -C /OpenROAD-flow-scripts/flow DESIGN_CONFIG=/design/flow/config.mk WORK_HOME=/design/flow/orfs finish
==> /design/flow/config.mk <==
export PLATFORM = sky130hd
export DESIGN_NAME = Muxkey
export DESIGN_NICKNAME = Muxkey
export VERILOG_FILES = /design/flow/design.v
export SDC_FILE = /design/flow/constraint.sdc
export NUM_CORES = 4
export LEC_CHECK = 1
export CORE_AREA = 10 10 105 105
export DIE_AREA = 0 0 115 115
==> /design/flow/constraint.sdc <==
current_design Muxkey

set clk_period 1.0
set clk_io_pct 0.2

create_clock -name clk0 -period $clk_period

set non_clock_inputs [all_inputs -no_clocks]
set_input_delay [expr $clk_period * $clk_io_pct] -clock clk0 $non_clock_inputs
set_output_delay [expr $clk_period * $clk_io_pct] -clock clk0 [all_outputs]
==> /design/flow/design.v <==
`timescale 1ns / 1ps
module Muxkey(
    input [79:0] key_in0,
    input [79:0] key_in1,
    input reset,
    output reg [79:0] key_out
    );
 always @(key_in0 or key_in1 or reset)
 if (reset== 0)
 key_out = key_in0;
 else key_out = key_in1;
endmodule
==> out/metrics.yaml <==
run_status:
  status: "finished with violations"
  violations: "setup timing"
place:
  io_buffers: 241
  dp_hpwl_mm: 7.18
  place_congestion: 0.775
  postPlaceCellArea_um2: 3820
finish:
  seq_cell_count: 0
  final-comb-area_um2: 1200
  fillCellCount: 861
  drive_gt1_frac: 0.527
  regArea_um2: 0
  fin_area_um2: 3920
  clkbuf_count: 0
  area_growth_pct: 185
worst_setup_path:
  path_cells: "buf_16, buf_12, mux2_4, buf_6"
  cp_max_fo: 8
  path_class: "primary input to output port"
  required_ns: 0.80
  worst-path-stages: 4
  endpoint: "key_out[60]"
  critical_path_buf_inv_count: 3
  crit_family: "buffers and inverters"
  cp.arrival_ns: 0.91
  end_kind: "output port"
  setup.worst_path.start: "reset"
  slowest_stage: "mux2_4"
  critPathLaunchType: "primary input"
  cpPeakStageDelay_ns: 0.30
logic_synthesis:
  yosys.cell_count.top_type: "mux2_4"
  syn_area_um2: 1370
  yosys-top-cells-count: "mux2_4 (80), buf_12 (8), buf_6 (1)"
  ys_cells: 89
  synth_cell_types: 3
  ys_warn_count: 1
  xor_share: 0
  yosys.area_share.adder: 0
  synth.cellmix.simpleShare: 0
  compound_area_frac: 0
  top_area_frac: 0.875
  syn_inst: 89
  mux_share: 0.875
  top_area_cell: "mux2_4"
  syn_area_per_cell_um2: 15.4
  topCombFamilyByArea: "multiplexers"
  ys_seq_share: 0
  top_cells_by_area: "mux2_4 (88%), buf_12 (12%), buf_6 (0.82%)"
  ys_area_um2: 1370
timing:
  worstMarginPinSlew_ns: 0.0951
  finalClockPeriodUsage: 1.11
  period_minus_slack_ns: 1.11
  fmax_mhz: 904
  setup_ws_ns: -0.106
  final-max-slew-violation-count: 0
  setup_viol: 80
  rsz0062_at_grt: "yes"
  relSlewSlack: 0.937
  final_hold_viol_count: 0
  setup-tns-final_ns: -6.86
grt:
  grt-ovfl-total: 0
  grt_pass1_vias: 1871
  grt_antenna_before_repair: 1
  grt_use_total: 0.112
  grt_pass1_wl_mm: 11.7
  grt_max_degree: 11
run:
  tool_warnings: 34
  max-cap-violations: 0
die:
  rows: 34
  dieArea_um2: 13200
  initial_utilization: 0.157
  dieWidth_um: 115
  die_h_um: 115
  core_um2: 8760
  io_pins: 241
routing:
  first_iter_violations: 23
  drtAntennaViolNets: 0
  vias: 1737
  postRouteWirelength_mm: 8.39
  viasPerCell: 3.89
  drt-wirelength-per-cell_um: 18.8
  drc: 0
  first_pass_iters: 2
power:
  leakagePower_nw: 2.13
  pwr_density_cell_nw_per_um2: 402
  peakVddDrop_mv: 0.142
clock_network:
  cts_hold_buf: 0
hold_path:
  hold_class: "primary input to output port"
## metrics by stage
step | hold slack [ns] | power (W) | utilization | setup slack (ns) | std cells
finish | 0.796 | 0.00157 | 0.447 | -0.106 | 447
global route | 0.805 | 0.00168 | 0.447 | -0.130 | 447
CTS | 0.799 | 0.00153 | 0.431 | -0.142 | 444
detailed placement | 1.22 | 0.00167 | 0.436 | -0.580 | 436
global placement | 1.22 | 0.00167 | 0.436 | -0.583 | 436
floorplan | 0.502 | 0.000527 | - | 0.0190 | 89
## worst min-delay path by stage
stage     slack [ns]  depth (start not counted)   startpoint           to
4_1_cts         0.80                          3  key_in1[48]  key_out[48]
5_1_grt         0.81                          3  key_in0[70]  key_out[70]
6_report        0.80                          3  key_in0[16]  key_out[16]
## cells by family (layout without fill, tap and decap cells)
logic type,Yosys count,in the layout
mux,80,80
buf+inv,9,258
other cells,0,1
## worst min-delay path, stage by stage
cell	delay [ns]
dlygate4sd2_1	0.19
mux2_4	0.13
buf_2	0.08
## cell type report
class	count	area share
well taps	108	0.0345
multi-input cells	80	0.307
repair buffers	258	0.658
diodes	1	0.000639
## repair_timing
action / 4_1_cts / 5_1_grt
endpoints found under the setup margin: 80 / 80
resized: 481 / 14
setup buffers: 1 / 0
gates cloned: 7 / 2
## metal layers
| metal | up-vias | global-route usage | wire length, µm |
|---|---|---|---|
| met5 | - | 0 | 0 |
| met4 | 0 | 0 | 0 |
| met3 | 0 | 0.0570 | 1200 |
| met2 | 131 | 0.201 | 4140 |
| met1 | 760 | 0.122 | 3060 |
| li1 | 846 | - | - |
## report_power, final
part / switching (W) / internal [W]
clock: 0 / 0.000000000134
combinational: 0.000369 / 0.00120
sequential: 0 / 0
## placed cells by master (no fill, tap or decap)
cell	instances
buf_12	6
clkbuf_16	2
buf_16	8
dlygate4sd2_1	160
buf_2	22
mux2_4	80
buf_6	60
diode_2	1
Power figures rest on the tool's default switching activity, not on a simulated workload.
